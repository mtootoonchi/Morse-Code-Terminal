## design.v

```verilog
`timescale 1ns / 1ps
module decoder_generic
    #(parameter N = 3)(
    input [N - 1:0] w,
    input en,
    output reg [0:2 ** N - 1] y
    );
    always @(w, en)
    begin
        y = 'b0;
        if (en)
            y[w] = 1'b1; 
        else
            y = 'b0;
    end
endmodule
`timescale 1ns / 1ps
module first_sseg_driver(
        input [3:0] hex_number,
        input [2:0] seven_segment_digit_control,
        input DP_ctrl_input,
        input enable,
        output [6:0] SSEG,
        output [7:0] AN,
        output DP_ctrl_output
    );
    assign DP_ctrl_output = ~DP_ctrl_input;
    wire [7:0] g0;
    decoder_generic #(.N(3)) DG(
            .w(seven_segment_digit_control),
            .en(enable),
            .y(g0)
    );
    assign AN = ~g0;
    hex2sseg H2S(
            .hex(hex_number),
            .sseg(SSEG)
    );
endmodule
`timescale 1ns / 1ps
module hex2sseg(
    input [3:0] hex,
    output reg [6:0] sseg  
    );
    always @(hex)
        case(hex)  
            0: sseg = 7'b1000000;
            1: sseg = 7'b1111001;            
            2: sseg = 7'b0100100;             
            3: sseg = 7'b0110000;              
            4: sseg = 7'b0011001;             
            5: sseg = 7'b0010010;             
            6: sseg = 7'b0000010;             
            7: sseg = 7'b1111000;             
            8: sseg = 7'b0000000;             
            9: sseg = 7'b0010000;             
            10: sseg = 7'b0001000;             
            11: sseg = 7'b0000011;             
            12: sseg = 7'b1000110;             
            13: sseg = 7'b0100001;             
            14: sseg = 7'b0000110;             
            15: sseg = 7'b0001110;             
        endcase
endmodule
`timescale 1ns / 1ps
module mux_8x1_nbit 
    #(parameter N = 6) (
    input [N - 1: 0] w0, w1, w2, w3, w4, w5, w6, w7,
    input [2:0] s,
    output reg [N - 1: 0] f
    );
    always @(w0, w1, w2, w3, w4, w5, w6, w7, s)
    begin
        case(s)
            3'b000: f = w0;
            3'b001: f = w1;
            3'b010: f = w2;
            3'b011: f = w3;
            3'b100: f = w4;
            3'b101: f = w5;
            3'b110: f = w6;
            3'b111: f = w7;
            default: f = 'bx;
        endcase
    end
endmodule
`timescale 1ns / 1ps
module sseg_driver(
        input clk, reset_n,
        input [5:0] I0, I1, I2, I3, I4, I5, I6, I7, 
        output [6:0] SSEG,
        output [7:0] AN,
        output DP_ctrl_output
    );
    wire done;
    timer_parameter #(.FINAL_VALUE(49999)) TI1(
            .clk(clk),
            .reset_n(reset_n),
            .enable(1'b1),
            .done(done)
    );
    wire [2:0] number;
    udl_counter #(.BITS(3)) UC1(
            .clk(clk),
            .reset_n(reset_n),
            .enable(done),
            .up(1'b1),
            .load(1'b0),
            .D(3'b000),
            .Q(number)
    );
    wire [5:0]muxout;
    mux_8x1_nbit #(.N(6)) mx8 
    (
            .w0(I0), 
            .w1(I1), 
            .w2(I2), 
            .w3(I3),
            .w4(I4), 
            .w5(I5), 
            .w6(I6), 
            .w7(I7),
            .s(number),
            .f(muxout)    
    );
    first_sseg_driver FSSD(
            .hex_number(muxout[4:1]),
            .seven_segment_digit_control(number),
            .DP_ctrl_input(muxout[0]),
            .SSEG(SSEG),
            .enable(muxout[5]),
            .AN(AN),
            .DP_ctrl_output(DP_ctrl_output)
    );
endmodule 
`timescale 1ns / 1ps
module timer_parameter
    #(parameter FINAL_VALUE = 255)(
    input clk,
    input reset_n,
    input enable,
    output done
    );
    localparam BITS = $clog2(FINAL_VALUE);
    reg [BITS - 1:0] Q_reg, Q_next;
    always @(posedge clk, negedge reset_n)
    begin
        if (~reset_n)
            Q_reg <= 'b0;
        else if(enable)
            Q_reg <= Q_next;
        else
            Q_reg <= Q_reg;
    end
    assign done = Q_reg == FINAL_VALUE;
    always @(*)
        Q_next = done? 'b0: Q_reg + 1;
endmodule
`timescale 1ns / 1ps
module udl_counter
    #(parameter BITS = 4)(
    input clk,
    input reset_n,
    input enable,
    input up,  
    input load,
    input [BITS - 1:0] D,
    output [BITS - 1:0] Q
    );
    reg [BITS - 1:0] Q_reg, Q_next;
    always @(posedge clk, negedge reset_n)
    begin
        if (~reset_n)
            Q_reg <= 'b0;
        else if(enable)
            Q_reg <= Q_next;
        else
            Q_reg <= Q_reg;
    end
    always @(Q_reg, up, load, D)
    begin
        Q_next = Q_reg;
        casex({load,up})
            2'b00: Q_next = Q_reg - 1;
            2'b01: Q_next = Q_reg + 1;
            2'b1x: Q_next = D;
            default: Q_next = Q_reg;
        endcase
    end
    assign Q = Q_reg;
endmodule
```

## run.sh

```bash
#!/bin/bash
# OpenROAD 26Q1-2900-gdf79404cd8, Yosys 0.63+post, stock flow scripts
make -C /OpenROAD-flow-scripts/flow DESIGN_CONFIG=/design/flow/config.mk WORK_HOME=/design/flow/orfs finish
```

## config.mk

```make
export PLATFORM = sky130hd
export DESIGN_NAME = sseg_driver
export DESIGN_NICKNAME = sseg_driver
export VERILOG_FILES = /design/flow/design.v
export SDC_FILE = /design/flow/constraint.sdc
export NUM_CORES = 4
export LEC_CHECK = 1
export CORE_UTILIZATION = 30
```

## constraint.sdc

```tcl
current_design sseg_driver

set clk_period 3.5
set clk_io_pct 0.2

create_clock -name clk0 -period $clk_period [get_ports {clk}]

set non_clock_inputs [all_inputs -no_clocks]
set_input_delay [expr $clk_period * $clk_io_pct] -clock clk0 $non_clock_inputs
set_output_delay [expr $clk_period * $clk_io_pct] -clock clk0 [all_outputs]
```

==> run summary <==
Results of the implementation run.

The critical path data required time is 2.80 ns. The fraction of registers with async set or reset after synthesis is 100.0%. The global-route track usage on met1 is 24.72%.

The synthesized netlist occupies a cell area of 1678 um^2. The via count of the first global-routing pass was 1,673. The flop and latch count out of synthesis is 19.

The count of cells along the worst register-to-register path is 5. The number of standard cells in the layout, taps in and fillers out is 356. The most used flip-flop cell after synthesis is sky130_fd_sc_hd__dfrtp_1. The static leakage power is 1.227 nW. The script logs the ratio of routed vias to standard cells as 4.955.

The net switching component of the power came out at 117.4 uW. In the final layout, flip-flops and latches occupy 475.5 um^2. The number of maximum-capacitance violations recorded for the run is 0. The total of warnings raised by yosys came out at 5. On the reported timing paths, the clock transition at the registers reads 0.07 ns.

Looking at the critical path, the highest net fanout was 4. Counting pins that exceed their max-slew limit in the final report gives 0. The vias after detailed routing is 1,764. The violation tally from detailed-route iteration zero is 59. The post-route netlist has 34.97% of its cells at a drive strength greater than 1. The hold-critical path depth came out at 1. The switching part of the total power came out at 22.81%. The tree is rooted in a sky130_fd_sc_hd__clkbuf_8. The worst setup path is captured at a primary output. According to the Yosys statistics, the synthesized design has a chip area of 1678 um^2. The total of endpoints with negative setup slack in the final report is 4. The worst-case IR drop observed on VDD is 0.0001862 V. The checks that failed: setup timing. The floorplan step set the die height to 76.79 um.

The power per cell area is 174.0 nW/um^2. The internal power consumption is 397.4 uW. The minimum clock period after layout came out at 3.537 ns.

The placement summary gives the final routability congestion estimate as 0.8673. The first-pass iteration count of the detailed router came out at 6. Input and output buffers added on the ports amount to 65. The final timing report lists a hold violation count of 0. The yosys cell count came out at 187. The number of flops mapped to enable cells by yosys is 0. Setup repair after global routing could not meet its margin everywhere. The DRC violation count after routing is 0. The floorplan die area came out at 5896 um^2. The CTS sink count is 19.

The post-placement cell area is 2540 um^2. The flow ran to the end, but the final reports show violations. The global-route track usage on met2 came out at 25.54%. The sequential cell area fraction in the yosys report is 28.34%. The distinct cell type count after synthesis came out at 45.

The combinational group share of total power came out at 28.3%. The part of the total power dissipated in the clock network came out at 29.0%. The final timing report gives a worst setup slack of -0.03734 ns. The placeable core area is 5238 um^2.

After detailed routing, the average wire length per cell comes to 13.43 um. The depth of the CTS H-tree came out at 1. Note, the detailed placer reported a final HPWL of 3487 um. Note that the worst hold path type here is flip-flop to flip-flop. In this run, placement finished with an instance count of 340. The total power draw is 514.8 uW. The global-route usage over all layers came out at 16.19%.

Pin placement for this block handled 66 I/O pins. Looking at the setup timing report, the critical path kind is flip-flop to primary output. The effective utilization at floorplan came out at 32.04%. The flow measured a signed area growth from synthesis to layout of 76.36%.

The final design instance area without fill came out at 2959 um^2. The global-route wire length before repair came out at 7762 um. For this run, the top clock speed supported by timing is 282.7 MHz. The worst-margin pin slew came out at 0.5761 ns. Entering global routing, the biggest net connects 20 pins. The average cell area after synthesis came out at 8.973 um^2. The count of antenna-violating nets left after detailed routing came out at 0. The number of antenna violations at the first check in global routing is 0.

The initialized floorplan defines 26 standard-cell rows. The OpenROAD warning count came out at 36. The antenna cell count is 0.

The worst clock skew is 0.006384 ns. The tightest hold path in the finished design has a slack of 0.4926 ns. In this run the deepest clock path goes through 2 buffers. The die is 76.79 um wide.

The filler cell count in the final layout is 421. The share of the clock period used by the worst path after layout is 101.1%. The register with the most flip-flops in the layout has 16 of them. The total wirelength of the detailed-routed design is 4781 um. The data arrival time of the worst path came out at 2.84 ns.

The element type at the critical path start is a flip-flop. Summing all multi-input logic gate instances after layout gives 1343 um^2. The met3 track demand over resource came out at 1.572%.

TritonCTS built the clock tree. The number of hold buffers added after CTS was 0. In this run the most used layer during global routing was met2. The later-pin clock latency in the skew report is 0.25 ns. In this run, flip-flops and latches consume 42.6% of the power. The total global routing overflow is 0.

The post-synthesis cell count came out at 187. The number of buffers created by CTS is 3. The headroom to the max-slew limit came out at 61.30%. The pre-CTS setup check shows a worst slack of -0.2434 ns.
==> metal layers <==
metal	wire length, um	part of all wire [%]	up-vias
met4	40	0.84	0
met3	236	4.9	4
met5	0	0	-
met2	2105	44	51
met1	2399	50	827
li1	-	-	882
==> cell type report <==
type / instances / share of cell area [%]
clock buffer: 3 / 1.395
clock inverter: 1 / 0.1691
inverter: 13 / 1.734
multi-input combinational: 147 / 45.37
sequential: 19 / 16.07
tap: 70 / 2.960
timing repair buffer: 103 / 32.30
==> cells in the mapped netlist (2+ instances only) <==
master / instances / area [um^2]
sky130_fd_sc_hd__dfrtp_1: 19 / 475.5
sky130_fd_sc_hd__nor2_1: 19 / 71.32
sky130_fd_sc_hd__ha_1: 13 / 162.7
sky130_fd_sc_hd__inv_1: 13 / 48.80
sky130_fd_sc_hd__nand2_1: 11 / 41.29
sky130_fd_sc_hd__nand3_1: 10 / 50.05
sky130_fd_sc_hd__xnor2_1: 10 / 87.58
sky130_fd_sc_hd__a221oi_1: 7 / 61.31
sky130_fd_sc_hd__nor3_1: 7 / 35.03
sky130_fd_sc_hd__xor2_1: 6 / 52.55
sky130_fd_sc_hd__buf_6: 5 / 56.30
sky130_fd_sc_hd__mux2i_1: 5 / 50.05
sky130_fd_sc_hd__nand4_1: 5 / 31.28
sky130_fd_sc_hd__a21oi_1: 4 / 20.02
sky130_fd_sc_hd__o21ai_0: 4 / 20.02
sky130_fd_sc_hd__a222oi_1: 3 / 30.03
sky130_fd_sc_hd__a22o_2: 3 / 30.03
sky130_fd_sc_hd__mux2_2: 3 / 33.78
sky130_fd_sc_hd__nand3b_1: 3 / 22.52
sky130_fd_sc_hd__nor3b_1: 3 / 22.52
sky130_fd_sc_hd__o22ai_1: 3 / 18.77
sky130_fd_sc_hd__a22o_1: 2 / 17.52
sky130_fd_sc_hd__a22oi_1: 2 / 15.01
sky130_fd_sc_hd__a31oi_2: 2 / 25.02
sky130_fd_sc_hd__and3_1: 2 / 12.51
sky130_fd_sc_hd__clkbuf_1: 2 / 7.510
sky130_fd_sc_hd__nor2b_1: 2 / 12.51
sky130_fd_sc_hd__or4_1: 2 / 15.01
==> worst paths after layout <==
path                          startpoint            end  slack, ns
max                         UC1.Q_reg[0]        SSEG[3]      -0.04
min                        TI1.Q_reg[10]  TI1.Q_reg[10]       0.49
max reg2reg                 TI1.Q_reg[7]   UC1.Q_reg[2]       1.57
min reg2reg                TI1.Q_reg[10]  TI1.Q_reg[10]       0.49
max in group asynchronous        reset_n   UC1.Q_reg[2]       2.52
min in group asynchronous        reset_n  TI1.Q_reg[10]       0.77
==> power by group through the flow <==
stage                 clock (mW)  sequential (mW)  combinational [mW]
after global routing       0.167            0.219               0.157
final                      0.149            0.219               0.146
after CTS                  0.155            0.219               0.139
==> critical path, cell delays in order (launching register included) <==
cell and delay (ns):
sky130_fd_sc_hd__dfrtp_1 0.41, sky130_fd_sc_hd__ha_4 0.19, sky130_fd_sc_hd__ha_4 0.15, sky130_fd_sc_hd__or4_4 0.53, sky130_fd_sc_hd__or2_4 0.28, sky130_fd_sc_hd__a31o_4 0.27, sky130_fd_sc_hd__buf_6 0.12, sky130_fd_sc_hd__ha_4 0.25
sky130_fd_sc_hd__inv_2 0.03, sky130_fd_sc_hd__mux2i_1 0.13, sky130_fd_sc_hd__mux2i_1 0.10, sky130_fd_sc_hd__buf_2 0.12
==> stage by stage <==
stage	setup TNS [ns]	util, %
finish	-0.06939	56.50
CTS	-0.1112	54.87
global route	-1.195	56.50
global placement	-1.891	48.50
detailed placement	-2.231	48.50
floorplan	0	-
==> logic make-up after synthesis <==
| family | count (synthesis) | synth area share [%] |
|---|---|---|
| compound gates | 36 | 17.60 |
| xor+xnor | 16 | 8.352 |
| fa+ha+maj | 13 | 9.694 |
| buf+inv | 21 | 7.532 |
| flops | 19 | 28.34 |
| mux | 9 | 5.891 |
| simple gates | 73 | 22.60 |
==> layout by cell type, fill, tap and decap left out, types with 3 or more instances in the layout <==
cell | Yosys | routed
sky130_fd_sc_hd__clkdlybuf4s50_1 | 0 | 57
sky130_fd_sc_hd__buf_4 | 0 | 24
sky130_fd_sc_hd__dfrtp_1 | 19 | 19
sky130_fd_sc_hd__nor2_1 | 19 | 18
sky130_fd_sc_hd__buf_6 | 5 | 14
sky130_fd_sc_hd__nand2_1 | 11 | 11
sky130_fd_sc_hd__xnor2_1 | 10 | 10
sky130_fd_sc_hd__inv_1 | 13 | 9
sky130_fd_sc_hd__ha_4 | 0 | 9
sky130_fd_sc_hd__nand3_1 | 10 | 7
sky130_fd_sc_hd__xor2_1 | 6 | 6
sky130_fd_sc_hd__buf_2 | 0 | 6
sky130_fd_sc_hd__nand4_1 | 5 | 5
sky130_fd_sc_hd__nor3_1 | 7 | 4
sky130_fd_sc_hd__a221oi_2 | 0 | 4
sky130_fd_sc_hd__mux2i_1 | 5 | 4
sky130_fd_sc_hd__ha_1 | 13 | 4
sky130_fd_sc_hd__o21ai_0 | 4 | 3
sky130_fd_sc_hd__a222oi_1 | 3 | 3
sky130_fd_sc_hd__a221oi_1 | 7 | 3
sky130_fd_sc_hd__nand3b_1 | 3 | 3
sky130_fd_sc_hd__nand3_2 | 0 | 3
sky130_fd_sc_hd__a31oi_4 | 0 | 3
sky130_fd_sc_hd__a22o_2 | 3 | 3
sky130_fd_sc_hd__inv_2 | 0 | 3
sky130_fd_sc_hd__nor3b_2 | 0 | 3
sky130_fd_sc_hd__clkbuf_8 | 1 | 3
==> repair_timing <==
action,in CTS,in global routing
endpoints found under the setup margin,15,16
resized,73,16
pin swaps,19,20
setup buffers,11,2
Power figures rest on the tool's default switching activity, not on a simulated workload.
